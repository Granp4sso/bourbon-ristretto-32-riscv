**./design.v**
```verilog
module ristretto_pipeline_control_unit #(
	parameter unsigned DataWidth = 32,
	parameter unsigned AddrWidth = 32
)(
	input  logic 			clk_i,
	input  logic 			rstn_i,
	input  logic			pcu_ifs_busy_i,
	output logic			pcu_ifs_fetch_en_o,
	input  logic			pcu_decs_busy_i,
	input  logic			pcu_decs_new_instr_i,
	input  logic			pcu_decs_pb_instr_tag_i,
	input  logic			pcu_exes_busy_i,
	output logic			pcu_pip0_stall_o,
	output logic			pcu_pip0_flush_o,
	output logic			pcu_pip1_stall_o,
	output logic			pcu_pip1_flush_o,
	input logic[4:0]		pcu_dec_rsrc1_i,
	input logic[4:0]		pcu_dec_rsrc2_i,
	input logic[1:0]		pcu_r_op_i,		 
	input logic[4:0]		pcu_exe_rd_i,
	input logic			pcu_exe_wreq_i,		 
	input logic			pcu_exe_multi_cycle_i,
	input logic			pcu_dec_multi_cycle_i,
	input logic			pcu_exe_branch_taken_i,
	output logic			data_hazard_flag_o,
	output logic[1:0] 		data_hazard_src_o,
	input logic[1:0]		pcu_exe_trap_flag_i,
	input logic[1:0]		pcu_exe_bju_en_i,
	output logic[1:0]		pcu_trap_hazard_flag_o,
	output logic[1:0]		pcu_ctrl_hazard_flag_o
);
	logic		pcu_ifs_fetch_en_int;
	logic		pcu_pip0_stall_int;
	logic		pcu_pip0_flush_int;
	logic		pcu_pip1_stall_int;
	logic		pcu_pip1_flush_int;
	logic		ifs_triggered_int;
	logic		pip0_stall_ff;
	always_ff@(posedge clk_i) begin : pipeline_controller
		if( rstn_i == 1'b0 ) begin
			pip0_stall_ff <= 1'b0;
		end
		else begin	
			if( pcu_decs_new_instr_i & pcu_exes_busy_i ) begin pip0_stall_ff <= 1'b1; end
			else if( pip0_stall_ff & ~pcu_exes_busy_i ) begin pip0_stall_ff <= 1'b0; end
		end
	end
	assign pcu_pip0_flush_int = |pcu_exe_trap_flag_i | (pcu_ctrl_hazard_flag_o == 2'b11) | (pcu_ctrl_hazard_flag_o == 2'b01 & pcu_exe_branch_taken_i);
	assign pcu_pip1_flush_int = |pcu_exe_trap_flag_i | (pcu_ctrl_hazard_flag_o == 2'b11) | (pcu_ctrl_hazard_flag_o == 2'b01 & pcu_exe_branch_taken_i);
	assign pcu_ifs_fetch_en_int = ~pcu_ifs_busy_i & ~pcu_pip0_stall_int; 
	assign pcu_pip0_stall_int = ( ~pcu_decs_pb_instr_tag_i & pip0_stall_ff ) | ( pcu_decs_pb_instr_tag_i & pcu_exes_busy_i ) | pcu_decs_busy_i ;
	assign pcu_pip1_stall_int = pcu_exes_busy_i ;
	logic 		data_hazard_flag_int;
	logic[1:0] 	data_hazard_src_int;
	assign data_hazard_src_int = { ( pcu_exe_rd_i == pcu_dec_rsrc2_i ),( pcu_exe_rd_i == pcu_dec_rsrc1_i ) };
	assign data_hazard_flag_int = ~pcu_r_op_i[1] & ( ~pcu_r_op_i[0] & data_hazard_src_int[0] | pcu_r_op_i[0] & ( data_hazard_src_int[0] | data_hazard_src_int[1] ) ) & pcu_exe_wreq_i  ;
	assign data_hazard_flag_o = data_hazard_flag_int;
	assign data_hazard_src_o = data_hazard_src_int;
	assign pcu_ctrl_hazard_flag_o = {( pcu_exe_bju_en_i != 2'b01 ),( pcu_exe_bju_en_i != 2'b00 )};	 
	assign pcu_trap_hazard_flag_o = pcu_exe_trap_flag_i;						 
	assign pcu_ifs_fetch_en_o = pcu_ifs_fetch_en_int;
	assign pcu_pip0_stall_o = pcu_pip0_stall_int;
	assign pcu_pip0_flush_o = pcu_pip0_flush_int;
	assign pcu_pip1_stall_o = pcu_pip1_stall_int;
	assign pcu_pip1_flush_o = pcu_pip1_flush_int;
endmodule
```
**./run.sh**
```bash
#!/bin/bash
# OpenROAD 26Q1-2900-gdf79404cd8, Yosys 0.63+post, stock flow scripts
make -C /OpenROAD-flow-scripts/flow DESIGN_CONFIG=/design/flow/config.mk WORK_HOME=/design/flow/orfs finish
```
**./config.mk**
```make
export PLATFORM = sky130hd
export DESIGN_NAME = ristretto_pipeline_control_unit
export DESIGN_NICKNAME = ristretto_pipeline_control_unit
export VERILOG_FILES = /design/flow/design.v
export SDC_FILE = /design/flow/constraint.sdc
export NUM_CORES = 4
export LEC_CHECK = 1
export CORE_AREA = 10 10 70 70
export DIE_AREA = 0 0 80 80
```
**./constraint.sdc**
```tcl
current_design ristretto_pipeline_control_unit

set clk_period 1.2
set clk_io_pct 0.2

create_clock -name clk0 -period $clk_period [get_ports {clk_i}]

set non_clock_inputs [all_inputs -no_clocks]
set_input_delay [expr $clk_period * $clk_io_pct] -clock clk0 $non_clock_inputs
set_output_delay [expr $clk_period * $clk_io_pct] -clock clk0 [all_outputs]
```
==> job_summary.md <==
### Yosys + OpenROAD results

| Metric | Value |
|---|---|
| Crit path cell chain | buf_8, xnor2_4, nand3_2, buf_6, nor4_2, o211a_1, buf_2 |
| Class of the worst hold path | register to register |
| Hold buffers post-CTS | 0 |
| Via count | 376 |
| Max-area cell share | 21.4% |
| Critical path buffer and inverter count | 3 |
| Net Sw Power | 0.0000747 W |
| Mapped cell area | 245 sq um |
| DRC viols | 0 |
| CP delay by family, top | simple AND/OR/NAND/NOR gates |
| # diodes | 0 |
| Clock share of power | 0% |
| Max incr delay on CP | 0.23 ns |
| Hold Fails Final Rpt | 0 |
| Clock Skew | 0 ns |
| First-pass GRT wire length | 2.12 mm |
| CTS clk-pin slew, worst paths | 0 ns |
| Row Count | 21 |
| Setup WS pre-CTS | -0.950 ns |
| Tool Warnings | 32 |
| Total wire length | 1.32 mm |
| Port Buffer Count | 41 |
| Flop area | 20.0 sq um |
| Fin. max-slew vios | 0 |
| Status | finished, violations left |
| Arrival @ worst endpoint | 1.23 ns |
| Biggest regs | pip0_stall_ff x1 |
| Filler cells | 377 |
| Synthesis area per yosys | 245 sq um |
| Reg with most FFs | pip0_stall_ff |
| Top-Level Pins | 44 |
| Aggregate global-route resource usage | 4.00% |
| Commonest Layout Cell | buf_6 |
| Mean Syn Cell Area | 8.17 sq um |
| Violations in the final reports | negative setup slack |
| Startpoint types | primary input |
| Comb power frac | 86.8% |
| Comb area | 277 sq um |
| Number of flip-flops in the largest register | 1 |
| Seq pwr share | 13.2% |
| # Cells Yosys | 30 |
| Final Power | 0.000275 W |
| Pre-Repair DR Iteration Count | 2 |
| DP HPWL | 1.19 mm |
| Largest net degree at the start of global routing | 4 |
| Seq share, synth | 8.16% |
| Upper clock frequency limit | 0.681 GHz |
| Crit-path max FO | 2 |
| Library cells used by synthesis | 16 |
| Leak | 0.389 nW |
| Post-synth area hogs | xnor2_1 (21%), xor2_1 (14%), buf_4 (12%), dfxtp_1 (8.2%), o211a_1 (8.2%) |
| Most numerous logic cells after layout | buf_6 (12), buf_2 (9), clkdlybuf4s50_1 (8) |
| Global placer's final weighted congestion | 0.809 |
| Fp_density | 7.18% |
| CP max stage cell | nor4_2 |
| Post-synthesis cell count | 30 |
| Core area | 3420 sq um |
| Initial drt markers | 1 |
| Worst setup margin | -0.269 ns |
| Peak VDD IR | 170 uV |
| PD cells | 338 nW/um^2 |
| Die Wd | 80 um |
| Chip area | 6400 sq um |
| Total global routing overflow | 0 |
| Tmin final | 1.47 ns |
| Least-Margin Pin Slew | 0.192 ns |
| Count of state elements after synthesis | 1 |
| CP Class | primary input to output pin |
| Final setup fails | 3 |
| Yosys warns | 1 |
| Skew-Pair Late Insertion Delay | 0 ns |
| Fin crit share | 122% |
| Unrepaired setup endpoints after global routing | true |
| Fin Setup TNS | -0.531 ns |
| Post-route ant nets | 0 |
| Critical path capture point type | output pin |
| Vias per inst | 3.11 |
| Post-DR wirelength/cell | 10.9 um |
| Share of layout cells above drive strength 1 | 57.3% |
| Antenna violations before repair | 0 |
| Die height | 80 um |
| CP required | 0.96 ns |
| Internal power | 0.000200 W |
| Max cap viols | 0 |
| Vias in the first global route | 446 |
| Cell type with the largest total area | xnor2_1 |
| Switching Share | 27.2% |
| Area delta synth->final | 231% |
| Slew headroom | 87.1% |
[power groups by stage]
stage / Combinational (W) / Clock (W) / Sequential (W)
4_1_cts: 0.000198 / 0 / 0.0000363
5_1_grt: 0.000257 / 0 / 0.0000366
6_report: 0.000239 / 0 / 0.0000363
[per-layer routing]
layer | global-route usage [%] | vias up | routed length (um)
li1 | - | 190 | -
met1 | 4.84 | 162 | 545
met2 | 6.58 | 24 | 594
met3 | 2.05 | 0 | 179
met4 | 0 | 0 | 0
met5 | 0 | - | 0
[logic make-up (layout without fill, tap and decap cells)]
logic type / after synthesis / count (layout) / synth area share (%)
xor+xnor: 10 / 10 / 35.7
flops: 1 / 1 / 8.16
simple gates: 9 / 9 / 24.5
buf+inv: 6 / 51 / 15.3
compound gates: 4 / 4 / 16.3
[synthesized netlist by cell type, drive strengths merged]
cell,n
inv,2
nor4,1
nor2b,1
nand3,2
or2,1
nor2,1
nor3,2
o211a,2
dfxtp,1
nand2b,1
xor2,4
xnor2,6
a211o,1
a2111o,1
buf,4
[final cells by class]
cell class                      instances  share of cell area, %
Tap cell                               46                   7.09
Inverter                                2                  0.924
Sequential cell                         1                   2.47
Multi-Input combinational cell         23                   34.1
Timing Repair Buffer                   49                   55.5
[stage by stage]
step / hold slack (ns) / area (sq um) / std cells / utilization, %
2_1_floorplan: 0.373 / 245 / 30 / -
3_3_place_gp: 0.478 / 721 / 118 / 21.1
3_5_place_dp: 0.489 / 721 / 118 / 21.1
4_1_cts: 0.489 / 718 / 120 / 21.0
5_1_grt: 0.512 / 812 / 121 / 23.8
6_report: 0.482 / 812 / 121 / 23.8
[final timing paths]
| check | start | end | slack (ns) | depth (start not counted) |
|---|---|---|---|---|
| worst max-delay path | pcu_exe_rd_i[2] | data_hazard_flag_o | -0.27 | 7 |
| worst min-delay path | pip0_stall_ff$_SDFFE_PN0P_ | pip0_stall_ff$_SDFFE_PN0P_ | 0.48 | 1 |
| worst min register to register | pip0_stall_ff$_SDFFE_PN0P_ | pip0_stall_ff$_SDFFE_PN0P_ | 0.48 | 1 |
| worst max register to register | pip0_stall_ff$_SDFFE_PN0P_ | pip0_stall_ff$_SDFFE_PN0P_ | 0.59 | 1 |
[repair_timing]
item                                    CTS  global route
gates resized                            95            28
pin swaps                                15            16
endpoints found under the setup margin   12             7
buffers inserted                          2             1
No activity file was given, so power comes from the tool's default toggle rates.
